==> /design/flow/design.v <==
module lig(clk100khz, light);
	input clk100khz;
	output [7:0] light;
	reg [7:0]light;
	reg [25:0]count, count1;
	reg clk, clk1, clk2, b;
	reg [2:0]flag;
	reg flag1;
	initial 
		begin
			b = 1'b1;
	 		flag1 = 1'b0;
		end
	always@(posedge clk100khz)
		begin
			if(count == 'd49999)
				begin
					clk1 = ~clk1;
					count <= 0;
				end
			else
				begin count<=count + 1'b1; end
		end
	always@(posedge clk100khz)
		begin
			if(count == 'd4999)
				begin
					clk2 = ~clk2;
					count1 <= 0;
				end
			else
				begin count1 <= count1 + 1'b1; end
		end
	always@(posedge clk100khz)
		begin
			if(b)
				clk <= clk1;
			else
				clk <= clk2;
		end
	always@(posedge clk)
		begin
			if(flag == 3'b000)
				begin
					light <= 8'b11111111;
					flag <= 3'b001;
				end
			else if(flag == 3'b001)
				begin
					light <= 8'b00000000;
					flag <= 3'b010;
				end
			else if(flag == 3'b010)
				begin
					if(flag1 == 0)
						begin
							light <= 8'b00000001;
							flag1 <= 1'b1;
						end
					else
						begin 
							light <= light << 1;
							if (light[6] == 1)
								begin
									flag1 <= 0;
									flag <= 3'b011;
								end
						end
				end
			else if(flag == 3'b011)
				begin
					if(flag1 == 0)
						begin
							light <= 8'b01010101;
							flag1 <= 1'b1;
						end
					else
						begin 
							light <= ~light;
							if (flag1 == 1'b1)
								begin
									flag1 <= 0;
									flag <= 3'b100;
								end
						end
				end
			else if(flag == 3'b100)
				begin
					flag <= 3'b000;
					b = ~b;
				end
		end
endmodule
==> /design/flow/run.sh <==
#!/bin/bash
# OpenROAD 26Q1-2900-gdf79404cd8, Yosys 0.63+post, stock flow scripts
make -C /OpenROAD-flow-scripts/flow DESIGN_CONFIG=/design/flow/config.mk WORK_HOME=/design/flow/orfs finish
==> /design/flow/config.mk <==
export PLATFORM = sky130hd
export DESIGN_NAME = lig
export DESIGN_NICKNAME = lig
export VERILOG_FILES = /design/flow/design.v
export SDC_FILE = /design/flow/constraint.sdc
export NUM_CORES = 4
export LEC_CHECK = 1
export CORE_AREA = 10 10 110 110
export DIE_AREA = 0 0 120 120
==> /design/flow/constraint.sdc <==
current_design lig

set clk_period 5.6
set clk_io_pct 0.2

create_clock -name clk0 -period $clk_period [get_ports {clk100khz}]

set non_clock_inputs [all_inputs -no_clocks]
set_input_delay [expr $clk_period * $clk_io_pct] -clock clk0 $non_clock_inputs
set_output_delay [expr $clk_period * $clk_io_pct] -clock clk0 [all_outputs]
==> flow_metrics.py <==
# Synthesis and PnR figures
metrics = {
    "drt": {
        "vias": 1324,
        "drc": 0,
        "drt_wl_total_um": 3220,
        "dr.pass1.iters": 4,
        "antenna_left": 0,
        "wl_per_cell_um": 9.69,
        "vias_per_cell": 3.99,
        "antennaDiodeCount": 0,
        "drt-initial-drc-count": 56,
    },
    "power_and_ir_drop": {
        "powerDensity_nw_per_um2": 179,
        "p_int_uw": 308,
        "switchingPower_uw": 72.8,
        "max-vdd-ir-drop_mv": 0.160,
        "clock_power_share": 0.453,
        "leakagePower_uw": 0.000647,
        "sw_frac_of_total": 0.191,
        "p_comb_frac": 0,
        "seq_power_share": 0.547,
    },
    "global_route": {
        "grt_pass1_wl_um": 5730,
        "grtUsageTotal": 0.0455,
        "grt_pass1_vias": 1258,
        "antenna_found_initial": 0,
        "grt_max_degree": 19,
        "grt_overflow": 0,
    },
    "timing": {
        "period_used_share": 0.323,
        "whs_ps": 465,
        "setup_violations": 0,
        "unclocked_pins": 15,
        "clock_skew_ps": 1.52,
        "relSlewSlack": 0.502,
        "worst_slew_pin_slew_ps": 741,
        "max_freq_ghz": 0.553,
        "rsz0062_at_grt": "no",
        "slew_violations": 0,
        "finalHoldViolCount": 0,
        "untimed_endpoints": 25,
        "period_needed_ps": 1810,
        "setup_tns_ps": 0,
    },
    "cells_and_area": {
        "fillers": 1057,
        "final_area_um2": 2120,
        "lay_top_cells": "dfxtp_1, xnor2_1, nor2_1, nand3_1, nand2_1",
        "drive_above_1_share": 0.0553,
        "lay_top_count": "dfxtp_1",
        "synthToLayoutAreaGrowth_pct": 17.0,
    },
    "floorplanning": {
        "num_rows": 36,
        "core-area_um2": 9770,
        "die_h_um": 120,
        "fp_util": 0.186,
        "ios": 9,
        "die-area_um2": 14400,
        "fp.dieW_um": 120,
    },
    "flow_run": {
        "warnings": 25,
        "max_cap_violations": 0,
    },
    "yosys": {
        "ys_types": 34,
        "synth_seq_share": 0.507,
        "yosys_cells": 190,
        "synthCells": 190,
        "largest_area_cell": "dfxtp_1",
        "synth-seq-cells": 44,
        "yosys.area.top_type_share": 0.441,
        "synthArstFlopShare": 0,
        "synth.cell_area_um2": 1820,
        "flop_cell": "dfxtp_1",
        "edf_count": 4,
        "area_leaders": "dfxtp_1, xnor2_1, edfxtp_1",
        "ys.warnings.count": 1,
        "yosys_area_um2": 1820,
        "syn_avg_cell_area_um2": 9.56,
    },
    "clock_network": {
        "clock_path_buffers": 2,
        "cts_root_buf": "clkbuf_8",
        "worstSkewPairLatency_ps": 280,
        "cts_setup_buffers": 0,
        "cts_tree": "built",
        "postCtsHoldBufs": 0,
        "cts_htree_levels": 2,
        "cts_buffers": 5,
        "cts_resized": 0,
        "clkTransAtPathRegs_ps": 60,
    },
    "placed_design": {
        "dp_hpwl_um": 2320,
        "portBuffers": 8,
        "gp_congestion": 0.809,
        "dpl_cell_area_um2": 2030,
    },
    "critical_path": {
        "critPathBufInv": 0,
        "crit_type": "reg -> reg",
        "endpoint_kind": "flop",
        "max_stage_delay_ps": 400,
        "startpoint_type": "flop",
        "path_cells": "ha_1, nor4b_1, nand2_1, nor3_4",
        "slowest_stage": "dfxtp_1",
        "cp.required_ps": 5540,
        "r2r_slack_ps": 3790,
        "worst_ep_arrival_time_ps": 1740,
        "cp_top_family": "simple AND/OR/NAND/NOR gates",
        "cp_max_fo": 10,
    },
    "hold_path": {
        "hold_class": "reg -> reg",
    },
    "status": {
        "status": "finished clean",
    },
}
## synth_stat cells, drive strengths merged, types with 3 or more instances
library cell  count
a211oi            4
xnor2            18
dfxtp            40
edfxtp            4
nand4            11
nor2             17
clkbuf            6
nand2            13
o21ai             5
a31oi             3
o21bai            3
nor3             11
nand3            14
and2              3
inv               7
and3              3
xor2              6
nor4              4
a221o             3
## flip-flops by register name, indices dropped and copies added (netlist names)
name	flops
count	26
light	8
flag	5
b	1
clk	1
clk1	1
clk2	1
flag1	1
## cell families (layout without fill, tap and decap cells)
logic type | count (synthesis) | in the layout | synth area share
buf+inv | 14 | 23 | 0.0296
simple gates | 84 | 84 | 0.254
xor+xnor | 24 | 24 | 0.116
flops | 44 | 44 | 0.507
compound gates | 23 | 23 | 0.0868
fa+ha+maj | 1 | 1 | 0.00689
## path summary, 6_finish.rpt
kind / cells past startpoint / startpoint / endpoint
max: 4 / count[0] / clk1
min: 2 / clk1 / clk
max reg2reg: 4 / count[0] / clk1
min reg2reg: 2 / clk1 / clk
## worst register-to-register path, stage by stage (launching register included)
cell	delay, ps
dfxtp_1	400
ha_1	280
nor4b_1	250
nand2_1	150
nor3_4	390
## area by class of cell
class / count / area, µm² / area share
flip-flops and latches: 44 / 921 / 0.433
well taps: 133 / 166 / 0.0783
inverters: 7 / 26.3 / 0.0124
repair buffers: 8 / 80.1 / 0.0377
multi-input cells: 132 / 841 / 0.396
clock buffers: 8 / 90.1 / 0.0424
## power by group through the flow
| stage | sequential, µW | clock, µW | combinational [µW] |
|---|---|---|---|
| 6_report | 208 | 173 | 0.000233 |
| 5_1_grt | 208 | 187 | 0.000233 |
| 4_1_cts | 208 | 179 | 0.000233 |
## layer usage
metal	share of wire	track usage	routed length (µm)	vias up
met4	0.016	0.00528	52	0
met3	0.057	0.0143	182	8
met1	0.52	0.0642	1660	603
met5	0	0	0	-
met2	0.41	0.0691	1320	20
li1	-	-	-	693
## through the flow
stage               setup slack, ps  utilization  total power (µW)  cells
detailed placement             3790        0.208               213    324
global route                   3600        0.217               395    332
CTS                            3780        0.217               387    332
floorplan                      3990            -               213    190
global placement               3850        0.208               213    324
finish                         3790        0.217               381    332
Power figures rest on the tool's default switching activity, not on a simulated workload.
