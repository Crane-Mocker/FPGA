==> ./design.v <==
module jp(clk100khz,din,scan,dout);
input clk100khz;
input [3:0] din;
output [7:0] dout;
output [5:0] scan;
reg[7:0] dout;
reg[5:0] scan;
reg[3:0] cnt,s;
reg[7:0] temp,led1,led2,led3,led4,led5,led6;
reg flag,clk1;
reg[25:0] count;
always@(posedge clk100khz)
    begin
	  if(count=='d15000)
		  begin clk1=~clk1;count<=0;end
	  else
		  begin count<=count+1'b1;end
	end
always@(posedge clk1)
	begin
		if(din[3:0]<4'b1111 && led6==6'b00)begin flag<=0;  
				case(din[3:0])
			4'b1110:begin temp[7:0]<=8'b00000110; end
			4'b1101:begin temp[7:0]<=8'b01011011; end
			4'b1011:begin temp[7:0]<=8'b01001111;
end
			4'b0111:begin temp[7:0]<=8'b01100110; end
			4'b1100:begin temp[7:0]<=8'b01101101; end
			4'b1010:begin temp[7:0]<=8'b01111101; end
			4'b0110:begin temp[7:0]<=8'b00000111; end
			4'b1001:begin temp[7:0]<=8'b01111111; end
			default:begin temp[7:0]<=8'b00000000; end
	endcase
			end
	if(flag==0)	begin flag<=1;  
		led6<=led5;led5<=led4;led4<=led3;led3<=led2;led2<=led1;led1<=temp;
			end
	else if(din[3:0]==4'b1111)begin flag<=1; end
		end
	always@(posedge clk100khz)
	 begin
	  if(cnt==3'b101)
		begin cnt<=0; end
	  else
		begin cnt<=cnt+1; end
	end
	always@(cnt)
	 begin
		case(cnt)
			3'b000:begin scan<=6'b000001;dout[7:0]<=led1;end
			3'b001:begin scan<=6'b000010;dout[7:0]<=led2;end
			3'b010:begin scan<=6'b000100;dout[7:0]<=led3;end
			3'b011:begin scan<=6'b001000;dout[7:0]<=led4;end
			3'b100:begin scan<=6'b010000;dout[7:0]<=led5;end
			3'b101:begin scan<=6'b100000;dout[7:0]<=led6;end
			default:begin scan<=6'b000000;end
			endcase
		end
endmodule
==> ./run.sh <==
#!/bin/bash
# OpenROAD 26Q1-2900-gdf79404cd8, Yosys 0.63+post, stock flow scripts
make -C /OpenROAD-flow-scripts/flow DESIGN_CONFIG=/design/flow/config.mk WORK_HOME=/design/flow/orfs finish
==> ./config.mk <==
export PLATFORM = sky130hd
export DESIGN_NAME = jp
export DESIGN_NICKNAME = jp
export VERILOG_FILES = /design/flow/design.v
export SDC_FILE = /design/flow/constraint.sdc
export NUM_CORES = 4
export LEC_CHECK = 1
export CORE_UTILIZATION = 40
==> ./constraint.sdc <==
current_design jp

set clk_period 4.2
set clk_io_pct 0.2

create_clock -name clk0 -period $clk_period [get_ports {clk100khz}]

set non_clock_inputs [all_inputs -no_clocks]
set_input_delay [expr $clk_period * $clk_io_pct] -clock clk0 $non_clock_inputs
set_output_delay [expr $clk_period * $clk_io_pct] -clock clk0 [all_outputs]
==> flow_metrics.tcl <==
# metrics dict for downstream scripts
set metrics [dict create \
    dieHeight_um 96.0 \
    synth.avg_cell_area_um2 12.0 \
    hpwlAfterDp_um 4010 \
    core_area_mm2 0.00838 \
    cts.repair.resized 0 \
    worst-path-stages 4 \
    crit_path_max_fanout 7 \
    fillCellCount 739 \
    muxShareOfSynthArea_pct 0.921 \
    lay_top_count "edfxtp_1" \
    power.leakage_nw 1.35 \
    cp_data_arrival_time_ns 2.09 \
    relSlewSlack_pct 50.3 \
    area_delta_synth_final_pct 11.2 \
    final_max_slew_viol_count 0 \
    crit_slowest_cell "clkdlybuf4s50_1" \
    max_stage_delay_ns 0.59 \
    fin_util_pct 46.8 \
    edf_count 50 \
    synth-simple-area-share_pct 15.9 \
    vias 2145 \
    initial_core_util_pct 42.1 \
    clk_path_buf_depth 2 \
    yosysChipArea_mm2 0.00353 \
    untimed_endpoints 113 \
    grt-ovfl-total 0 \
    ys_sh_adder_pct 3.90 \
    worstPathRequired_ns 3.36 \
    rsz0062_at_grt "false" \
    clock_latency_ns 0.28 \
    grt_pass1_vias 1932 \
    top_area_share_pct 42.5 \
    clkTransAtPathRegs_ns 0.06 \
    topCellsByArea "edfxtp_1 (43%), dfxtp_1 (18%), xnor2_1 (5.0%), ha_1 (3.9%), dlxtn_1 (3.0%)" \
    irDropWorstVdd_uv 89.5 \
    synthCells 295 \
    power_density_mw_per_mm2 151 \
    reg2reg_depth 6 \
    fin_crit_sh_pct 69.8 \
    warnings 33 \
    topCombFamilyByArea "simple AND/OR/NAND/NOR gates" \
    ys_cells 295 \
    outcome "completed" \
    critPathKind "register to output pin" \
    die_x_um 96.0 \
    ys_types 39 \
    fin_tns_setup_ns 0 \
    grt_pass1_wl_um 9000 \
    drive_gt1_share_pct 6.39 \
    post-route-min-period_ns 2.93 \
    core.rowCount 33 \
    antenna_found_initial 0 \
    wl_um 5530 \
    cts_buffers 5 \
    wl_per_cell_um 13.2 \
    via_per_inst 5.13 \
    skew_ns 0.00851 \
    hold_path.class "register to register" \
    worst-path-buf-inv 2 \
    cp-end-kind "output pin" \
    cts_hold_buf 0 \
    final_cells 418 \
    crit_path_start_kind "register" \
    ys_sh_xor_pct 5.95 \
    async_flop_share_pct 0 \
    unclocked_pins 57 \
    synth_warnings 1 \
    numPortBuffers 17 \
    insertedDiodeCount 0 \
    dp_cells 410 \
    pin_count 19 \
    cp_top_family "buffers and inverters" \
    htree_levels 2 \
    grt_max_degree 51 \
    final_cell_mix "edfxtp_1 (50), dfxtp_1 (31), nor2_1 (22), xnor2_1 (20), nand3_1 (19)" \
    drt_iter0_drc 71 \
    worst_pin_slew_ns 0.742 \
    max_freq_mhz 341 \
    grt_use_total_pct 13.2 \
    yosysTopAreaCell "edfxtp_1" \
    die_area_mm2 0.00921 \
    post-route-drc-count 0 \
    ys.flop_type "edfxtp_1" \
    hold_viol 0 \
    drt_pre_antenna_iters 4 \
    crit_path_cell_trace "ha_1, inv_1, nor3_1, clkdlybuf4s50_1" \
    maxCapViolations 0 \
    cts_tree "yes" \
    cts.root.buffer_cell "clkbuf_8" \
    routabilityCongestion 0.824 \
    holdPathStages 1 \
    post_cts_buffers 0 \
    synth_area_mm2 0.00353 \
    timing.reg2reg.setup_slack_ns 2.60 \
    synthAoiAreaFrac_pct 7.19 \
    postRouteAntennaNets 0 \
    numSynthFlops 88 \
    setup_violations 0 \
]
[logic make-up after synthesis]
group	count (synthesis)
fa+ha+maj	11
latches	7
xor+xnor	24
other cells	1
buf+inv	26
compound gates	39
flops	81
mux	3
simple gates	103
[power by group]
group / internal (mW) / total (mW) / switching (mW)
clock network: 0.168 / 0.277 / 0.109
registers: 0.297 / 0.297 / 0
logic: 0.0101 / 0.0204 / 0.0103
total: 0.475 / 0.594 / 0.119
[synthesized netlist by cell type, drive strengths merged, types with 3 or more instances]
master   n
inv     15
and3     5
ha      11
clkbuf   7
dfxtp   31
nand4    8
nor3    10
buf      4
nand3   19
dlxtn    7
xor2     4
nand2b   3
edfxtp  50
nor2b    5
nor4     8
a22oi   13
nor2    22
nand2   18
xnor2   20
o21ai   10
a21oi    8
[worst paths after layout]
check            from        to
max            cnt[0]   scan[3]
min          count[0]  count[0]
max reg2reg  count[0]      clk1
min reg2reg  count[0]  count[0]
[metrics by stage]
step	hold slack, ns	setup WS [ns]	total power, mW	cell area, um^2
floorplan	0.435	2.40	0.318	3530
CTS	0.472	1.23	0.601	3930
detailed placement	0.454	1.55	0.324	3810
global route	0.495	1.09	0.618	3930
global placement	0.456	1.62	0.324	3810
finish	0.479	1.27	0.594	3930
[final cells by class]
cell class	instances	area, um^2	area share (%)
clock inverters	1	5.00	0.127
well taps	105	131	3.35
clock buffers	7	108	2.74
flip-flops and latches	88	2230	56.7
repair buffers	21	200	5.10
multi-input cells	181	1200	30.5
inverters	15	56.3	1.43
[routing by layer]
| layer | vias to the layer above | wire, um | global-route usage [%] | share of wire, % |
|---|---|---|---|---|
| met3 | 2 | 344 | 4.42 | 6.2 |
| li1 | 1087 | - | - | - |
| met5 | - | 0 | 0 | 0 |
| met4 | 0 | 27 | 0.746 | 0.49 |
| met1 | 1006 | 2780 | 22.2 | 50 |
| met2 | 50 | 2370 | 18.8 | 43 |
[sequential cells by signal (all words and copies together), names as in the netlist]
| name | count |
|---|---|
| led6 | 7 |
| led5 | 7 |
| led2 | 7 |
| led1 | 7 |
| cnt | 4 |
| dout | 7 |
| flag | 1 |
| clk1 | 1 |
| led4 | 7 |
| count | 26 |
| temp | 7 |
| led3 | 7 |
No activity file was given, so power comes from the tool's default toggle rates.
