$ cat /design/flow/design.v
module cnt16(clk100khz,clk1hz,clk10hz,rst,en,din,op,scan,dout);
input rst;
input en;
input din;
input op;
input clk100khz,clk1hz,clk10hz;
output[7:0] dout;
output[5:0] scan;
reg[7:0] dout;
reg[5:0] scan;
reg f1,f2,c;
reg[2:0] cnt;
reg[3:0] dat;
reg[3:0] data1;
reg[3:0] data2;
always@(posedge clk10hz)
	begin if(!din)	c<=1;
		else c<=0;
	end
always@(din or clk1hz)
	begin	f1<=(c & en) | (clk1hz & (~en));end
always@(posedge f1)
	if(!rst)
		begin
			data1<=0;f2<=1;
		end
	else if(!op)
		begin
			if(data1==15)
				begin
					data1<=0;f2<=1;
				end
			else
				begin
					data1<=data1+1;f2<=0;
				end
		end
	else
		begin
			if(data1==0)
				begin
					if(data2!=0)
						begin
							data1<=15;f2<=1;
						end
				end
			else
				begin
					data1<=data1-1;f2<=0;
				end
		end
always@(posedge f2)
	if(!rst) 
		begin data2<=0;end
	else if(!op)
		begin
			if(data2==15)
				begin	data2<=0; end
			else
				begin data2<=data2+1; end
		end
	else
		begin
			if(data2!=0)
				begin
					data2<=data2-1;
			end
		end
	always@(posedge clk100khz)
		begin
			if(cnt==3'b001)
				begin cnt<=0;end
			else
				begin cnt<=cnt+1;end
			end
	always@(cnt,data1,data2)
		begin
			case(cnt)
				3'b000:begin scan<=6'b00100;dat<=data1;end
				3'b001:begin scan<=6'b01000;dat<=data2;end
				default:begin scan<=6'b00000;end
			endcase
		end
	always@(dat)
		begin
			case(dat)
				4'b0000:dout[7:0]<=8'b00111111;
				4'b0001:dout[7:0]<=8'b00000110;
				4'b0010:dout[7:0]<=8'b01011011;
				4'b0011:dout[7:0]<=8'b01001111;
				4'b0100:dout[7:0]<=8'b01100110;
				4'b0101:dout[7:0]<=8'b01101101;
				4'b0110:dout[7:0]<=8'b01111101;
				4'b0111:dout[7:0]<=8'b00000111;
				4'b1000:dout[7:0]<=8'b01111111;
				4'b1001:dout[7:0]<=8'b01101111;
				4'b1010:dout[7:0]<=8'b01110111;
				4'b1011:dout[7:0]<=8'b01111100;
				4'b1100:dout[7:0]<=8'b00111001;
				4'b1101:dout[7:0]<=8'b01011110;
				4'b1110:dout[7:0]<=8'b01111001;
				4'b1111:dout[7:0]<=8'b01110001;
				default:dout[7:0]<=8'b00000000;
			endcase
		end
	endmodule
$ cat /design/flow/run.sh
#!/bin/bash
# OpenROAD 26Q1-2900-gdf79404cd8, Yosys 0.63+post, stock flow scripts
make -C /OpenROAD-flow-scripts/flow DESIGN_CONFIG=/design/flow/config.mk WORK_HOME=/design/flow/orfs finish
$ cat /design/flow/config.mk
export PLATFORM = sky130hd
export DESIGN_NAME = cnt16
export DESIGN_NICKNAME = cnt16
export VERILOG_FILES = /design/flow/design.v
export SDC_FILE = /design/flow/constraint.sdc
export NUM_CORES = 4
export LEC_CHECK = 1
export CORE_AREA = 10 10 87 87
export DIE_AREA = 0 0 97 97
$ cat /design/flow/constraint.sdc
current_design cnt16

set clk_period 2.1
set clk_io_pct 0.2

create_clock -name clk0 -period $clk_period [get_ports {clk100khz}]
create_clock -name clk1 -period $clk_period [get_ports {clk10hz}]

set non_clock_inputs [all_inputs -no_clocks]
set_input_delay [expr $clk_period * $clk_io_pct] -clock clk0 $non_clock_inputs
set_output_delay [expr $clk_period * $clk_io_pct] -clock clk0 [all_outputs]
==> ci_impl_report.md <==
### Flow metrics

| Metric | Value |
|---|---|
| Clock buffer count from CTS | `3` |
| Setup repair after global routing missed its margin | `false` |
| Gate Count Post-Synth | `~150` |
| Row count | `27` |
| Iteration-0 DRC count of the detailed router | `between 80 and 90` |
| Hold WC Path Type | `register to register` |
| Die Span X | `around 97 um` |
| Final count of pins violating max slew | `0` |
| Register-to-register setup slack | `1120 ps` |
| Category of the worst setup path launch point | `register` |
| Critical path required time | `~1700 ps` |
| Post-DP HPWL | `1940 um` |
| Post-synthesis to final-layout area growth | `17.0%` |
| Proportion of power drawn by flip-flops and latches | `0.310` |
| Total negative slack for setup checks | `0 ps` |
| Antenna cells | `0` |
| Total routing usage reported by global routing | `0.0467` |
| Die boundary height | `roughly 97 um` |
| Worst Path Max Fanout | `8` |
| Area leader, netlist | `dfxtp_1` |
| Final Skew | `~0.24 ps` |
| Max-area cell share | `0.207` |
| Vias in the first global route | `a little over 900` |
| Fraction of layout instances using a drive strength above 1 | `0.0671` |
| Total Wirelength | `2420 um` |
| Pleak | `slightly above 0.0006 uW` |
| Summed instance area of the synthesized netlist | `between 1000 and 1500 um^2` |
| Total overflow reported by the global router | `0` |
| Length of routed wiring on met1 | `about 1300 um` |
| Endpoints left unconstrained | `20` |
| Syn. warnings | `1` |
| CTS clk-pin slew, worst paths | `30 ps` |
| Placer congestion estimate | `~0.80` |
| Number of different library cells in the post-synthesis netlist | `around 44` |
| Routed wire per std cell | `about 10 um` |
| Number of buffers inserted for hold repair after clock tree synthesis | `0` |
| Worst-margin pin slew | `around 600 ps` |
| Filler cells | `610` |
| Number of placed I/O pins | `21` |
| Total of buffers placed on input and output ports | `14` |
| Average footprint of a synthesized cell | `8.18 um^2` |
| DRC viols | `0` |
| Relative contribution of combinational cells to total power | `0.178` |
| Core Density at Floorplan | `0.223` |
| Worst Path Class, Setup | `register to output pin` |
| H-Tree Level Count | `1` |
| Count of unclocked register or latch pins | `13` |
| Maximum number of pins on one net before global-route repair | `20` |
| CTS tree | `done` |
| Worst voltage drop across the vdd grid | `150 uV` |
| Crit path capture type | `output pin` |
| Tool warnings | `38` |
| Worst Path Arrival | `1510 ps` |
| Run status | `completed` |
| Detailed-routed wire length on met3 | `between 80 and 90 um` |
| Number of endpoints failing setup at the final stage | `0` |
| Hold Vio Cnt, Final | `0` |
| Area of the core | `around 5600 um^2` |
| Biggest area cells | `dfxtp_1 (21%), ha_1 (15%), dlxtn_1 (4.8%)` |
| Clock tree root buffer cell | `clkbuf_8` |
| Max cap viols | `0` |
| Total cells reported by yosys after synthesis | `~150` |
| Total cell area reported by yosys after synthesis | `about 1300 um^2` |
| Switching Share | `0.216` |
| Switching power summed over all nets | `a little under 70 uW` |
| Via density per instance | `between 4 and 5` |
| Portion of total power attributed to the clock network | `0.513` |
| Router iterations before antenna repair | `4` |
| Met2 routed WL | `about 1000 um` |
| Final ANT Viol Nets | `0` |
| Number of buffers on the longest clock path | `2` |
| Chip area | `about 9400 um^2` |
| Worst-case headroom to the max-slew limit | `0.599` |
| Via count | `between 900 and 1000` |
| Highest metal used | `met4` |
| Cell internal pwr | `~250 uW` |
| Wire length of the first global-routing pass | `roughly 4000 um` |
| Antenna violations before repair | `0` |
| Number of synthesized register bits | `17` |
| Power density over the cells | `~220 nW/um^2` |
| Post-layout util | `0.261` |
-- flip-flops by register name (all words and copies together) (netlist names) --
signal / cells
c: 1
cnt: 3
dat: 4
data1: 4
data2: 4
f2: 1
-- cell families (layout without fill, tap and decap cells) --
logic type | after synthesis | count (layout) | share of synthesized area
AND/OR/NAND/NOR | 58 | 58 | 0.257
buffers and inverters | 27 | 33 | 0.105
AND-OR/OR-AND | 26 | 26 | 0.139
adder cells (fa/ha/maj) | 15 | 15 | 0.149
flip-flops | 13 | 13 | 0.207
multiplexers | 9 | 9 | 0.0854
latches | 4 | 4 | 0.0477
other | 1 | 5 | 0.00298
XOR/XNOR | 1 | 1 | 0.00695
-- worst paths after layout --
path	cells past startpoint	from	to
setup / recovery	4	cnt[0]	scan[3]
hold / removal	1	cnt[0]	cnt[0]
setup reg to reg	2	cnt[0]	cnt[2]
hold reg to reg	1	cnt[0]	cnt[0]
max in group clk1	2	din	c
min in group clk1	2	din	c
-- metrics by stage --
| step | power [uW] | instances | hold WS, ps | setup WS (ps) | cell area, um^2 |
|---|---|---|---|---|---|
| after floorplan | 147 | 158 | 433 | 874 | 1270 |
| after global placement | 158 | 232 | 463 | 341 | 1430 |
| after detailed placement | 159 | 232 | 457 | 297 | 1430 |
| after CTS | 324 | 236 | 468 | 64.5 | 1470 |
| after global routing | 338 | 236 | 508 | 62.0 | 1470 |
| final | 322 | 236 | 463 | 172 | 1470 |
-- power by group through the flow --
stage | Clock, uW | Combinational, uW | Sequential [uW]
after CTS | 166 | 58.3 | 99.7
after global routing | 172 | 65.4 | 101
final | 165 | 57.1 | 99.6
-- layout make-up --
| type | count | area, um^2 | area share |
|---|---|---|---|
| Clock buffer | 4 | 45.0 | 0.0306 |
| Tap cell | 72 | 90.1 | 0.0611 |
| Sequential cell | 17 | 320 | 0.217 |
| Multi-Input combinational cell | 114 | 822 | 0.558 |
| Inverter | 15 | 56.3 | 0.0382 |
| Timing Repair Buffer | 14 | 140 | 0.0951 |
-- critical path: stages (launching register included) --
cell and delay, ps:
dfxtp_1 370, ha_1 180, nand2b_1 120, inv_2 140, clkdlybuf4s50_1 480
-- placed cells by master (no fill, tap or decap), types with 4 or more instances in the layout --
cell type and instances:
ha_1 15, inv_1 14, nor2_1 14, clkdlybuf4s50_1 14
dfxtp_1 13, nand2_1 9, nand2b_1 7, o21ai_0 5
a21oi_1 5, conb_1 5, mux2i_1 4, nor2b_1 4
and3_1 4, mux2_2 4, nand3b_1 4, dlxtn_1 4
-- synthesized netlist by cell type, drive strengths merged --
master and n:
a31oi 3, mux2i 4, nand2b 7, xor2 1, nor2b 4, conb 1
nor3b 3, nor3 3, and4b 1, o211a 2, dlxtn 4, a21oi 5
o32ai 1, o311a 1, o21ai 6, nand3 2, nand4bb 1, and3 4
nand2 9, buf 8, dfxtp 13, ha 15, o211ai 1, o21bai 1
nand3b 4, or2 1, mux4 1, and2 2, clkbuf 4, or3b 2
a211oi 2, a211o 1, nor2 14, a22oi 1, o31ai 1, a311oi 1
clkinv 1, mux2 4, inv 14, nand4 1
-- metal layers --
layer  up-vias  GRT usage
met5         -          0
met4         0    0.00451
met3         2    0.00716
met2        18     0.0762
met1       437     0.0653
li1        532          -
-- repair_timing --
| item | in CTS | in global routing |
|---|---|---|
| gates resized | 0 | 1 |
| buffers inserted | 0 | 0 |
| endpoints found under the setup margin | 0 | 1 |
Power figures rest on the tool's default switching activity, not on a simulated workload.
